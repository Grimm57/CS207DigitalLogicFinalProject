### flow/design.v
`timescale 1ns / 1ps
module TopModule (
    input clk_in,       
    input rst,          
    output [6:0] seg_minute_tens,    
    output [6:0] seg_minute_ones,    
    output [6:0] seg_second_tens,    
    output [6:0] seg_second_ones,    
    output countdown_done         
);
    wire clk_1Hz;   
    ClockDivider u_ClockDivider (
        .clk_in(clk_in),
        .rst(rst),
        .clk_out(clk_1Hz)
    );
    CountdownTimer u_CountdownTimer (
        .clk_1Hz(clk_1Hz),
        .rst(rst),
        .seg_minute_tens(seg_minute_tens),
        .seg_minute_ones(seg_minute_ones),
        .seg_second_tens(seg_second_tens),
        .seg_second_ones(seg_second_ones),
        .countdown_done(countdown_done)
    );
endmodule
module ClockDivider (
    input clk_in,      
    input rst,         
    output reg clk_out  
);
    parameter period = 100_000_000;
    reg [29:0] counter;   
    always @(posedge clk_in, negedge rst) begin
        if (!rst) begin
            counter <= 30'd0;
            clk_out <= 0;   
        end else begin
            if (counter == ((period>>1)-1)) begin   
                clk_out <= ~clk_out;   
                counter <= 30'd0;      
            end else begin
                counter <= counter + 1;   
            end
        end
    end
endmodule
module CountdownTimer (
    input clk_flow_light,
    input clk_1Hz,            
    input rst,                
    output reg [7:0] seg_minute_tens,    
    output reg [7:0] seg_minute_ones,    
    output reg [7:0] seg_second_tens,    
    output reg [7:0] seg_second_ones,    
    output reg countdown_done       
);
    reg [7:0] countdown_counter;   
    wire [6:0] minute_tens_seg, minute_ones_seg, second_tens_seg, second_ones_seg;
    reg [3:0] minute_tens, minute_ones, second_tens, second_ones;
    SevenSegmentDecoder u_minute_tens_decoder (
        .digit(minute_tens), 
        .seg(minute_tens_seg)
    );
    SevenSegmentDecoder u_minute_ones_decoder (
        .digit(minute_ones), 
        .seg(minute_ones_seg)
    );
    SevenSegmentDecoder u_second_tens_decoder (
        .digit(second_tens), 
        .seg(second_tens_seg)
    );
    SevenSegmentDecoder u_second_ones_decoder (
        .digit(second_ones), 
        .seg(second_ones_seg)
    );
    always @(posedge clk_1Hz or negedge rst) begin
        if (!rst) begin
            countdown_counter <= 180;   
            minute_tens <= 0;           
            minute_ones <= 3;           
            second_tens <= 0;           
            second_ones <= 0;           
            countdown_done <= 0;        
        end else begin
            if (countdown_counter > 0) begin
                countdown_counter <= countdown_counter - 1;   
                minute_tens <= countdown_counter / 60;         
                minute_ones <= countdown_counter / 60 % 10;    
                second_tens <= countdown_counter % 60 / 10;    
                second_ones <= countdown_counter % 60 % 10;    
                countdown_done <= 0;   
            end else begin
                countdown_done <= 1;   
            end
        end
    end
    always @(*) begin
        seg_minute_tens = minute_tens_seg;
        seg_minute_ones = minute_ones_seg;
        seg_second_tens = second_tens_seg;
        seg_second_ones = second_ones_seg;
    end
endmodule
module SevenSegmentDecoder (
    input [3:0] digit,       
    output reg [7:0] seg     
);
    always @(*) begin
        case (digit)
            4'b0000: seg = 8'b1111_1100;  
            4'b0001: seg = 8'b0110_0000;  
            4'b0010: seg = 8'b1101_1010;  
            4'b0011: seg = 8'b1111_0010;  
            4'b0100: seg = 8'b0110_0110;  
            4'b0101: seg = 8'b1011_0110;   
            4'b0110: seg = 8'b1011_1110;  
            4'b0111: seg = 8'b1110_0000;  
            4'b1000: seg = 8'b1111_1110;  
            4'b1001: seg = 8'b1110_0110;  
            default: seg = 8'b0000_0000;  
        endcase
    end
endmodule
module BreathingLight(
    input clk,
    output light
);
endmodule
### flow/config.mk
export PLATFORM = sky130hd
export DESIGN_NAME = TopModule
export DESIGN_NICKNAME = TopModule
export VERILOG_FILES = /design/flow/design.v
export SDC_FILE = /design/flow/constraint.sdc
export NUM_CORES = 4
export LEC_CHECK = 1
export CORE_UTILIZATION = 40
### flow/constraint.sdc
current_design TopModule

set clk_period 4.1
set clk_io_pct 0.2

create_clock -name clk0 -period $clk_period [get_ports {clk_in}]

set non_clock_inputs [all_inputs -no_clocks]
set_input_delay [expr $clk_period * $clk_io_pct] -clock clk0 $non_clock_inputs
set_output_delay [expr $clk_period * $clk_io_pct] -clock clk0 [all_outputs]
### flow/run.sh
#!/bin/bash
# OpenROAD 26Q1-2900-gdf79404cd8, Yosys 0.63+post, stock flow scripts
make -C /OpenROAD-flow-scripts/flow DESIGN_CONFIG=/design/flow/config.mk WORK_HOME=/design/flow/orfs finish
==> results.json <==
{
  "yosysMostFrequentCell": "dfrtp_1",
  "ys_chip_area_um2": 3790,
  "irDropWorstVdd_v": 0.000319,
  "die_x_um": 99.3,
  "core-area_um2": 9200,
  "port_buffers": 26,
  "warnings": 43,
  "required_ns": 4.23,
  "grt_pass1_vias": 2574,
  "cts_tree": "done",
  "untimed_endpoints": 47,
  "fin_crit_sh_pct": 55.0,
  "path_class": "reg -> reg",
  "hpwl_um": 5280,
  "antenna_found_initial": 0,
  "area_growth_pct": 8.66,
  "clockBufferDepth": 2,
  "rsz0062_at_grt": "false",
  "yosysUniqueCellTypes": 73,
  "cts-hold-fix-buffers": 0,
  "grt_pass1_wl_um": 12500,
  "die_area_um2": 9860,
  "arrival_ns": 2.38,
  "mappedNetlistArea_um2": 3790,
  "finalCriticalPeriod_ns": 2.26,
  "cp-end-kind": "flop",
  "first_pass_iters": 4,
  "slew_headroom_pct": 52.3,
  "ys_top_cells_by_count": "dfrtp_1 (47), nand2_1 (37), nor2_1 (36)",
  "postSynthCellCount": 422,
  "placementRows": 35,
  "cts_setup_buffers": 0,
  "start_kind": "flop",
  "grt_usage_pct": 15.8,
  "htree_levels": 2,
  "numSynthFlops": 53,
  "fin_setup_tns_ns": 0,
  "synthArstFlopShare_pct": 100,
  "clkLatencyLatePin_ns": 0.28,
  "tightest_slew_ns": 0.707,
  "gp_congestion": 0.903,
  "power.total_mw": 0.582,
  "fp.dieH_um": 99.3,
  "yosys_warnings": 11,
  "flop_cell": "dfrtp_1",
  "grt_overflow": 0,
  "max_freq_ghz": 0.443,
  "path_clk_slew_ns": 0.07,
  "synth_seq_share_pct": 35.2,
  "clock-root-buffer": "clkbuf_8",
  "grt_max_degree": 42,
  "drt_iter0_markers": 162,
  "holdCritPathClass": "in -> async",
  "final_util_pct": 44.7,
  "power_density_nw_per_um2": 141,
  "antennaDiodeCount": 0,
  "cap_violations": 0,
  "synth-edff-count": 0,
  "yosys.area.top_type": "dfrtp_1",
  "drt-vias-per-instance": 5.36,
  "vias": 2922,
  "remaining_drc_errors": 0,
  "wl_um": 7310,
  "fin_skew_ns": 0.00977,
  "synthDominantCellAreaShare_pct": 31.1,
  "p_leak_nw": 1.75,
  "yosys_cells": 422,
  "hold_viol": 0,
  "cts_made_buffers": 5,
  "cts.repair.resized": 0,
  "setup_viol": 0,
  "synth.area.top_cells": "dfrtp_1 (31%), ha_1 (8.3%), xnor2_1 (4.6%)",
  "unclocked_pins": 22,
  "ant_nets": 0,
  "avgSynthCellArea_um2": 8.97,
  "path_max_fanout": 17,
  "drive_above_1_share_pct": 8.76,
  "ios": 31,
  "wl_per_cell_um": 13.4,
  "fp_util_pct": 41.2,
  "status": "completed",
  "drv_slew": 0
}
==> cells by family after synthesis <==
group / count (synthesis) / synth area share, %
multiplexers: 6 / 1.78
buffers and inverters: 47 / 7.07
other: 1 / 0.0990
flip-flops: 53 / 35.2
AND/OR/NAND/NOR: 158 / 21.2
AND-OR/OR-AND: 99 / 18.7
XOR/XNOR: 33 / 7.63
adder cells (fa/ha/maj): 25 / 8.26
==> power breakdown <==
group / internal, mW / total [mW] / switching (mW)
clock: 0.153 / 0.265 / 0.112
sequential: 0.306 / 0.306 / 0
combinational: 0.000954 / 0.0109 / 0.00990
==> cell type report <==
cell class,count,area (um2)
fill,895,5080
sequential,53,1330
inverter,21,78.8
tap,111,139
multi-input combinational,325,2200
clock buffer,7,96.3
clock inverter,1,7.51
timing repair buffer,27,263
==> registers in the layout, indices dropped and copies added (netlist names) <==
| signal | count |
|---|---|
| u_CountdownTimer.countdown_done | 1 |
| u_ClockDivider.clk_out | 1 |
| u_CountdownTimer.countdown_counter | 8 |
| u_ClockDivider.counter | 30 |
| u_CountdownTimer.second_tens | 4 |
| u_CountdownTimer.minute_tens | 2 |
| u_CountdownTimer.minute_ones | 3 |
| u_CountdownTimer.second_ones | 4 |
==> worst max-delay path, stage by stage (launching register included) <==
cell and delay, ns:
dfrtp_1 0.43, or4b_2 0.69, nor4_1 0.23, and4_1 0.63
xor2_1 0.12
==> per-stage QoR <==
| step | hold slack, ns | setup slack, ns | std cells | instance area, um2 |
|---|---|---|---|---|
| after floorplan | 0.447 | 1.91 | 425 | 3800 |
| after global placement | 0.467 | 1.92 | 537 | 4010 |
| after detailed placement | 0.470 | 1.83 | 537 | 4010 |
| after CTS | 0.410 | 1.81 | 545 | 4110 |
| after global routing | 0.416 | 1.70 | 545 | 4110 |
| final | 0.410 | 1.84 | 545 | 4110 |
==> cells in the final DEF (no fill, tap or decap), drive strengths merged, types with 7 or more instances in the layout <==
cell           netlist  final
clkbuf              11      7
inv                 20     20
ha                  25     25
clkdlybuf4s50        0     25
xnor2               20     20
or3                  7      7
o21ai               26     26
nand3               18     18
xor2                13     13
nor2                36     36
nand2b               8      8
nand2               38     38
and3                10     10
nor3                11     11
a21oi               15     15
dfrtp               47     47
==> worst paths after layout <==
| path | startpoint | endpoint | slack, ns | depth (start not counted) |
|---|---|---|---|---|
| worst min register to register | u_ClockDivider.counter[29] | u_ClockDivider.counter[29] | 0.48 | 1 |
| min in group clk0 | u_ClockDivider.counter[29] | u_ClockDivider.counter[29] | 0.48 | 1 |
| worst max register to register | u_ClockDivider.counter[10] | u_ClockDivider.clk_out | 1.84 | 4 |
| worst max-delay path | u_ClockDivider.counter[10] | u_ClockDivider.clk_out | 1.84 | 4 |
| max in group asynchronous | rst | u_ClockDivider.counter[8] | 2.88 | 2 |
| worst min-delay path | rst | u_ClockDivider.counter[25] | 0.41 | 1 |
==> metal layers <==
layer / part of all wire [%] / GRT usage (%) / routed length, um / vias to the layer above
met1: 54 / 27.4 / 3990 / 1378
met4: 0.19 / 0.452 / 14 / 0
li1: - / - / - / 1501
met2: 43 / 23.2 / 3150 / 40
met3: 2.2 / 1.50 / 161 / 3
met5: 0 / 0 / 0 / -
Power is estimated from default activity; no workload was simulated.
