==> flow/design.v <==
`timescale 1ns / 1ps
module countDownTimeTop(
    input clk,
    input rst,
    output [7:0] digit1,
    output [7:0] digit2,
    output [7:0] tube_sel
);
    reg [5:0] sec = 0;         
    reg [5:0] minute = 3;       
    wire clk_1hz;
    ClockDivider1Hz ClockDivider1Hz(
        .clk(clk),
        .rst(rst),
        .clk_out(clk_1hz)
    );
    always @(posedge clk_1hz or negedge rst) begin
        if (!rst) begin
            minute <= 3;   
            sec <= 0;      
        end else if (sec == 0 && minute > 0) begin
            sec <= 59;      
            minute <= minute - 1;  
        end else if (sec > 0) begin
            sec <= sec - 1;  
        end
    end
    reg [31:0] time_data;
    always @(minute or sec) begin
        time_data[31:28] = 4'b0000;            
        time_data[27:24] = 4'b0000;            
        time_data[23:20] = 4'b1111;            
        time_data[19:16] = minute / 10;        
        time_data[15:12] = minute % 10;        
        time_data[11:8]  = 4'b1111;            
        time_data[7:4]   = sec / 10;           
        time_data[3:0]   = sec % 10;           
    end
    timeDisplay timeDisplay(
        .clk(clk),
        .rst(rst),
        .time_data(time_data),
        .digit1(digit1),
        .digit2(digit2),
        .tube_sel(tube_sel)
    );
endmodule
module currentTimeTop(
    input clk,
    input rst,
    output  [7:0]digit1,
    output  [7:0]digit2,
    output  [7:0]tube_sel
    );
    reg [5:0] sec =0;     
    reg [5:0] min =0;     
    reg [4:0] hr =0;     
    wire clk_1hz;
    ClockDivider1Hz ClockDivider1Hz(
            .clk(clk),
            .rst(rst),
            .clk_out(clk_1hz)
    );
    always @(posedge clk_1hz or negedge rst) begin
        if (!rst) begin
            sec <= 6'd0;
            min <= 6'd0;
            hr <= 5'd0;
        end else begin
            if (sec == 59) begin
                sec <= 6'd0;
                if (min == 59) begin
                    min <= 6'd0;
                    if (hr == 23) begin
                        hr <= 5'd0;
                    end else begin
                        hr <= hr + 1;
                    end
                end else begin
                    min <= min + 1;
                end
            end else begin
                sec <= sec + 1;
            end
        end
    end
    reg [31:0] time_data;
    always @(sec or min or hr) begin
        time_data[31:28] = (hr / 10) % 10;    
        time_data[27:24] = hr % 10;           
        time_data[23:20] = 4'b1111;   
        time_data[19:16] = (min / 10) % 10;
        time_data[15:12] = min % 10;   
        time_data[11:8]  = 4'b1111;    
        time_data[7:4]   = (sec / 10) % 10;
        time_data[3:0]   = sec % 10;       
    end
    timeDisplay timeDisplay(  .clk(clk),
                .rst(rst),
                .time_data(time_data),
                .digit1(digit1),
                .digit2(digit2),
                .tube_sel(tube_sel)
            );
endmodule
module timeDisplay(
    input   clk,rst,
    input   [31:0]time_data,
    output [7:0]digit1,
    output [7:0]digit2,
    output reg[7:0]tube_sel
);
    wire clk_500hz;
    ClockDivider500Hz ClockDivider500Hz(
            .clk(clk),
            .rst(rst),
            .clk_out(clk_500hz)
    );
    always @(posedge clk_500hz or negedge rst) 
        begin
        if(!rst) tube_sel<=8'b00000001;
        else    tube_sel<={tube_sel[6:0],tube_sel[7]};
        end
    reg[3:0]in_b4;
    always @(tube_sel or time_data) 
        begin
        case(tube_sel)
            8'b00000001:in_b4=time_data[3:0];
            8'b00000010:in_b4=time_data[7:4];
            8'b00000100:in_b4=time_data[11:8];
            8'b00001000:in_b4=time_data[15:12];
            8'b00010000:in_b4=time_data[19:16];
            8'b00100000:in_b4=time_data[23:20];
            8'b01000000:in_b4=time_data[27:24];
            8'b10000000:in_b4=time_data[31:28];
        default:in_b4=4'hf;
        endcase
        end
    transformDigit transformDigit1(
        .in_b4(in_b4),
        .digit(digit1)
    );
    transformDigit transformDigit2(
        .in_b4(in_b4),
        .digit(digit2)
    );
endmodule
module transformDigit(
    input [3:0] in_b4,
    output reg [7:0] digit
);
    always @ (in_b4) begin
        case(in_b4)
            4'b0000: digit = 8'b1111_1100;  
            4'b0001: digit = 8'b0110_0000;  
            4'b0010: digit = 8'b1101_1010;  
            4'b0011: digit = 8'b1111_0010;  
            4'b0100: digit = 8'b0110_0110;  
            4'b0101: digit = 8'b1011_0110;   
            4'b0110: digit = 8'b1011_1110;  
            4'b0111: digit = 8'b1110_0000;  
            4'b1000: digit = 8'b1111_1110;  
            4'b1001: digit = 8'b1110_0110;  
            default: 
            digit = 8'b0000_0010;   
        endcase
    end
endmodule
module ClockDivider500Hz(
    input clk,    
    input rst,       
    output reg clk_out
);
    parameter period = 200000;
    integer counter;  
    always @(posedge clk or negedge rst) begin
        if (!rst) begin
            counter <= 0;
            clk_out <= 0; 
        end else begin
            if (counter == ((period >> 1) - 1)) begin  
                clk_out <= ~clk_out;
                counter <= 0;
            end else begin
                counter <= counter + 1;
            end
        end
    end
endmodule
module ClockDivider1Hz(
    input clk,     
    input rst,        
    output reg clk_out
);
    parameter period = 100_000_000;
    integer counter;  
    always @(posedge clk or negedge rst) begin
        if (!rst) begin
            counter <= 0;
            clk_out <= 0;  
        end else begin
            if (counter == ((period >> 1) - 1)) begin  
                clk_out <= ~clk_out;
                counter <= 0;
            end else begin
                counter <= counter + 1;
            end
        end
    end
endmodule
==> flow/run.sh <==
#!/bin/bash
# OpenROAD 26Q1-2900-gdf79404cd8, Yosys 0.63+post, stock flow scripts
make -C /OpenROAD-flow-scripts/flow DESIGN_CONFIG=/design/flow/config.mk WORK_HOME=/design/flow/orfs finish
==> flow/config.mk <==
export PLATFORM = sky130hd
export DESIGN_NAME = countDownTimeTop
export DESIGN_NICKNAME = countDownTimeTop
export VERILOG_FILES = /design/flow/design.v
export SDC_FILE = /design/flow/constraint.sdc
export NUM_CORES = 4
export LEC_CHECK = 1
export CORE_UTILIZATION = 30
==> flow/constraint.sdc <==
current_design countDownTimeTop

set clk_period 7.1
set clk_io_pct 0.2

create_clock -name clk0 -period $clk_period [get_ports {clk}]

set non_clock_inputs [all_inputs -no_clocks]
set_input_delay [expr $clk_period * $clk_io_pct] -clock clk0 $non_clock_inputs
set_output_delay [expr $clk_period * $clk_io_pct] -clock clk0 [all_outputs]
==> results.toml <==
# physical design summary
[final_timing]
setup_tns_ns = 0
max_freq_mhz = 430
slew_headroom = 0.497
unclocked_regs = 20
skew_ns = 0.00585
fin_crit_sh = 0.328
finalSetupViolCount = 0
hold_viol = 0
fin_crit_ns = 2.33
drv_slew = 0
untimed_endpoints = 42
rsz0062_at_grt = "false"
worstMarginPinSlew_ns = 0.748

[routing]
wl_met3_um = 318
post-route-drc-count = 0
wl_met1_mm = 5.80
antenna_left = 0
wirelength_mm = 10.8
num_vias = 4133
drt_first_pass_iters = 4
drtIter0Drc = 220
met2WireLength_mm = 4.50
top_layer = "met4"
n_antenna_cell = 0
drt-vias-per-instance = 4.92
wire_per_inst_um = 12.8

[synth]
synthFlopType = "dfrtp_1"
synth_area_mm2 = 0.00542
yosysTopAreaCell = "dfrtp_1"
ys_area_mm2 = 0.00542
syn_area_per_cell_um2 = 9.07
ys_seq_frac = 0.398
netlist_instances = 597
async_reset_ff_frac = 1.00
synth_cell_types = 71
area_leaders = "dfrtp_1 38%, xnor2_1 6.6%, xor2_1 4.7%, nor2_1 4.6%, ha_1 4.6%"
edf_count = 0
synth_warnings = 5
synth_flops = 86
yosys.area.top_type_share = 0.383
ys_cells = 597

[run]
tool_warnings = 33
drv_cap = 0

[place]
place_area_mm2 = 0.00582
io_buffers = 23
gp_congestion = 0.847
post-dp-hpwl_mm = 7.88

[critical_path]
cp.arrival_ns = 2.53
required_ns = 7.31
critPathMaxFanout = 6
startpoint_type = "register"
critPathCaptureType = "register"
worstSetupPathType = "reg2reg"

[cts]
postCtsSetupBuffers = 0
tritoncts = "yes"
ctsLongestPathBuffers = 2
cts.htree.levels = 3
cts_made_buffers = 9
cts-hold-fix-buffers = 0
clk_latency_ns = 0.33
cts_root_buf = "clkbuf_16"
cts.clk_slew.worst_paths_ns = 0.05
cts.repair.resized = 0

[final_layout]
mi_logic_area_mm2 = 0.00302
lay_top_count = "dfrtp_1"
fill_cells = 1749
lay_top_cells = "83 x dfrtp_1, 67 x nor2_1, 58 x nand2_1"
fin_area_mm2 = 0.00611
syn_to_final_growth_pct = 12.7
drive_above_1_share = 0.0683
seq_area_mm2 = 0.00216

[power_and_ir_drop]
power_w = 0.000808
powerDensity_mw_per_mm2 = 132
ir_drop_v = 0.000165
p_leak_nw = 2.66

[global_route]
grt_max_degree = 56
gr-total-overflow = 0
antenna_found_initial = 0
grt_usage = 0.127
grt_pass1_wl_mm = 18.9
grt_pass1_vias = 3917

[die]
die_y_um = 136
ios = 26
initial_core_util = 0.310
row_count = 48
core_mm2 = 0.0175
dieArea_mm2 = 0.0186
die_w_um = 136

[run_status]
status = "complete, no violations"

[min_path]
hold_class = "reg2reg"
-- final cells by class --
cell class / instances / area share
flip-flops and latches: 86 / 0.353
repair buffers: 29 / 0.0447
clock buffers: 12 / 0.0404
well taps: 225 / 0.0461
clock inverters: 3 / 0.00655
inverters: 25 / 0.0154
multi-input cells: 460 / 0.494
-- worst max-delay path, cell delays in order (launching register included) --
cell	delay (ns)
dfrtp_1	0.42
nand4_1	0.14
nor2_1	0.23
and4_1	0.26
nand3_1	0.14
nor4_1	0.48
nand2_1	0.15
nor2_1	0.17
nand2_1	0.09
xnor2_1	0.13
-- state kept, by name (all words and copies together) (netlist names) --
signal                                 cells
timeDisplay.ClockDivider500Hz.counter     32
sec                                        6
timeDisplay.tube_sel                       8
timeDisplay.ClockDivider500Hz.clk_out      1
ClockDivider1Hz.clk_out                    1
ClockDivider1Hz.counter                   32
minute                                     6
-- kinds of logic after synthesis --
kind of cell               Yosys count  share of synthesized area
xor gates and xnor gates            70                      0.113
DFF                                 86                      0.398
and+or+nand+nor                    261                      0.242
buffers and inverters               52                     0.0466
adders and majority gates           20                     0.0462
muxes                               16                     0.0312
other                                1                   0.000692
AOI/OAI and AO/OA                   91                      0.122
-- metal layers --
layer  vias to the layer above  global-route usage
li1                       2124                   -
met1                      1941               0.211
met5                         -                   0
met4                         0              0.0191
met2                        55               0.179
met3                        13              0.0182
-- where the power goes --
part           switching [W]  internal (W)
logic             0.00000905   0.000000713
clock network       0.000143      0.000278
registers                  0      0.000377
-- worst paths after layout --
kind / startpoint / endpoint / slack (ns) / depth (start not counted)
max: timeDisplay.ClockDivider500Hz.counter[11] / timeDisplay.ClockDivider500Hz.counter[28] / 4.77 / 9
min: timeDisplay.ClockDivider500Hz.counter[31] / timeDisplay.ClockDivider500Hz.counter[31] / 0.48 / 1
max reg2reg: timeDisplay.ClockDivider500Hz.counter[11] / timeDisplay.ClockDivider500Hz.counter[28] / 4.77 / 9
min reg2reg: timeDisplay.ClockDivider500Hz.counter[31] / timeDisplay.ClockDivider500Hz.counter[31] / 0.48 / 1
max in group asynchronous: rst / ClockDivider1Hz.counter[8] / 5.07 / 2
min in group asynchronous: rst / ClockDivider1Hz.counter[26] / 1.02 / 1
-- metrics by stage --
| step | worst slack, ns | std cells | utilization | hold WS, ns |
|---|---|---|---|---|
| 6_report | 4.77 | 840 | 0.350 | 0.478 |
| 3_5_place_dp | 4.64 | 825 | 0.333 | 0.476 |
| 2_1_floorplan | 5.03 | 598 | - | 0.447 |
| 5_1_grt | 4.49 | 840 | 0.350 | 0.492 |
| 3_3_place_gp | 4.64 | 825 | 0.333 | 0.471 |
| 4_1_cts | 4.78 | 840 | 0.350 | 0.485 |
-- cells in the mapped netlist, types with 2 or more instances --
cell	n
nor2_1	67
a22oi_1	2
o21a_1	3
buf_4	9
nor3_1	21
mux2i_1	12
or3_1	5
o311ai_0	3
and4_1	2
a211oi_4	2
o311a_1	2
nor4b_1	2
dfstp_2	3
buf_2	7
o22ai_1	2
xnor2_1	41
nand2b_1	7
and3b_1	3
nand2_1	58
nand3b_1	2
mux2_2	2
nor2b_1	4
ha_1	20
dfrtp_1	83
or4_4	2
nand4_1	16
o211ai_1	4
a31oi_1	5
a221oi_1	2
and3_1	9
o31ai_2	2
clkbuf_1	8
a21oi_1	21
inv_1	25
buf_6	2
o21ai_1	3
and2_1	4
a211o_1	5
o21ai_0	18
a21o_1	2
nor4_1	15
nand3_1	35
xor2_1	29
Power figures rest on the tool's default switching activity, not on a simulated workload.
